[flow/config.mk]
export PLATFORM = sky130hd
export DESIGN_NAME = top
export DESIGN_NICKNAME = top
export VERILOG_FILES = /design/flow/design.v
export SDC_FILE = /design/flow/constraint.sdc
export NUM_CORES = 4
export LEC_CHECK = 1
export CORE_UTILIZATION = 40
[flow/constraint.sdc]
current_design top

set clk_period 5.6
set clk_io_pct 0.2

create_clock -name clk0 -period $clk_period [get_ports {clk}]

set non_clock_inputs [all_inputs -no_clocks]
set_input_delay [expr $clk_period * $clk_io_pct] -clock clk0 $non_clock_inputs
set_output_delay [expr $clk_period * $clk_io_pct] -clock clk0 [all_outputs]
[flow/design.v]
module light(
	input clk,
	input rst,
	output reg [15:0] led
);
	reg [31:0] count;
	always @(posedge clk) begin
		if(rst) begin
			led <= 1;
			count <= 0;
		end
		else begin
			if(count==0) led <= {led[14:0],led[15]};
			count <= (count>=5000000 ? 32'b0:count+1);
		end
	end
endmodule
module switch(
	input clk,
	input rst,
	input a,
	input b,
	output f
);
reg led;
always @(posedge clk) begin
	if (rst) begin 
		led <= 0;
	end
	else begin 
		led <= a^b;
	end
end
assign f = led;
endmodule
module top(
	input clk,
	input rst,
	input a,
	input b,
	output f,
	output reg [15:0] led
);
switch switch0(
	.clk(clk),
	.rst(rst),
	.a(a),
	.b(b),
	.f(f)
);
light light0(
	.clk(clk),
	.rst(rst),
	.led(led)
);
endmodule
[flow/run.sh]
#!/bin/bash
# OpenROAD 26Q1-2900-gdf79404cd8, Yosys 0.63+post, stock flow scripts
make -C /OpenROAD-flow-scripts/flow DESIGN_CONFIG=/design/flow/config.mk WORK_HOME=/design/flow/orfs finish
==> run notes <==
- 4 — TritonRoute pass-1 iters
- 5.75 ps — skew final
- rst — Critical path origin
- 49 — clock sink count
- 7.52% — post-synthesis mux area share
- 1540 — detailed-route via count
- 305 — non-filler cells, final
- 2900 ps — arrival time reported for the critical path endpoint
- 15.3% — Overall Global Routing Usage
- simple AND/OR/NAND/NOR gates — top logic cell family in the synthesized netlist
- 0 — CTS resizes
- flip-flop — Setup crit end kind
- 0.00511 mm² — core outline area
- 0 — post-route ant nets
- 0 — final-report setup violation count
- 297 — placed cells
- 0 — number of diodes
- 0.00213 mm² — yosys synthesis chip area
- 3750 µm — routed wire length
- 47.9% — ratio of final minimum period to clock period
- 41.7% — Pre-Place Util
- 373 MHz — highest clock frequency the design can meet
- 0 — setup bufs post-CTS
- 10.1 µm² — Avg Synthesized Cell Area
- 0.745 nW — Pleak
- 5.05 — mean number of vias per cell
- 494 — Fill cells
- 7.23% — Complex Gates by Area
- 44.5% — Rel. slew slack
- 75.0 µm — overall die height
- 210 — cell count in the Yosys report
- input pin — type of element launching the critical path
- 75.0 µm — horizontal die dimension
- 503 ps — worst hold slack
- 0.790 — Routability Congestion
- 0.00213 mm² — total standard cell area after synthesis
- 300 ps — Worst-Skew Late Latency
- 4 — FF-to-FF path depth
- light0.count[6]$_SDFF_PP0_ — endpoint of the most critical register-to-register path
- 5820 ps — critical path required time
- 0 — number of remaining DRC errors
- 0% — Synth async-reset ratio
- 2680 ps — minimum period implied by the final worst setup slack
- input pin to flip-flop — type of the setup path with the least slack
- 210 — Post-Syn Instances
- 90 ps — clock-pin slew of the registers on the worst-case setup and hold paths
- 2 — buffer levels on the longest clock path
- 12.3 µm — average detailed-routed wire length per instance
- 16.7% — Syn-to-layout area delta
- 26 — number of warning messages in the logs
- 24 — largest net degree at the start of global routing
- 3260 ps — reg-to-reg setup timing slack
- 247 mW/mm² — power density cells
- 0 — post-synth tally of flip-flops with integrated enable
- built — clock tree from TritonCTS
- 0 — antenna violations before repair
- 0 — final tally of max-slew violations
- light0.count[21]$_SDFF_PP0_ — worst reg2reg path startpoint
- flip-flop to flip-flop — Hold Path Class
- 0.00562 mm² — Die Size
- 5 — cts bufs inserted
- 6.58% — xor/xnor share of the synthesized area
- sky130_fd_sc_hd__clkbuf_8 — root buffer cell
- 2 — yosys warning tally
- 2 — depth of the CTS H-tree
- 49 — post-synthesis sequential element count
- 41 — number of different library cells in the post-synthesis netlist
- 0 — final global-route overflow total
- 0 — max-capacitance violation count
- 0.139 mV — peak ir drop on the vdd network
- 0 — number of failing hold endpoints at the final stage
- 1447 — vias in the first global route
- sky130_fd_sc_hd__dfxtp_1 — predominant post-synthesis flop cell
- 26.4% — area share of and/or/nand/nor cells after synthesis
- 832 ps — measured slew at the worst slew-check pin
- 6530 µm — wire length of the first global-routing pass
- light0.count[6]$_SDFF_PP0_ — timing endpoint of the critical path
- 23 — Crit Path Max Fanout
- 46.1% — sequential fraction of the synthesis area
- 9.36% — share of cells above drive strength 1
- 2430 µm — detailed placement HPWL
- 1.18% — Adders+Majority by Area
- 26 — std cell rows
- 0 ps — total negative slack
- false — RSZ-0062 raised after global routing
- 21 — number of top-level pins
- 0 — Hold Buf Count CTS
- finished clean — outcome
- 82 — detailed router's first-iteration violation count
- 20 — number of input and output port buffers inserted
-- worst max-delay path, stage by stage --
cell and delay (ps):
sky130_fd_sc_hd__clkdlybuf4s50_1 670, sky130_fd_sc_hd__a2111o_1 800, sky130_fd_sc_hd__nor3_1 300
-- metrics by stage --
step	util [%]	setup WS, ps	total power [W]	cell area [µm²]
2_1_floorplan	-	3620	0.000367	2160
3_3_place_gp	46.5	2550	0.000372	2370
3_5_place_dp	46.5	2560	0.000372	2370
4_1_cts	48.7	2870	0.000623	2490
5_1_grt	48.7	2740	0.000640	2490
6_report	48.7	2920	0.000614	2490
-- layer usage --
| metal | GRT usage (%) | routed length (µm) | vias up |
|---|---|---|---|
| li1 | - | - | 794 |
| met1 | 23.3 | 1970 | 712 |
| met2 | 23.7 | 1580 | 28 |
| met3 | 2.99 | 148 | 6 |
| met4 | 3.14 | 56 | 0 |
| met5 | 0 | 0 | - |
-- power by group --
| group | internal (W) | total (W) | switching [W] |
|---|---|---|---|
| Clock | 0.000134 | 0.000251 | 0.000117 |
| Sequential | 0.000352 | 0.000353 | 0.00000124 |
| Combinational | 0.00000628 | 0.00000975 | 0.00000347 |
-- flip-flops by register name, indices dropped and copies added, names as in the netlist --
name          count
light0.count     32
light0.led       16
switch0.led       1
-- synth_stat cells, types with 2 or more instances --
cell	number	area, µm²
sky130_fd_sc_hd__a211oi_2	3	37.5
sky130_fd_sc_hd__xor2_1	3	26.3
sky130_fd_sc_hd__mux2i_1	16	160
sky130_fd_sc_hd__or4_4	2	22.5
sky130_fd_sc_hd__or3_1	2	12.5
sky130_fd_sc_hd__inv_1	6	22.5
sky130_fd_sc_hd__nor4_1	10	62.6
sky130_fd_sc_hd__a211oi_1	3	22.5
sky130_fd_sc_hd__nand2b_1	16	100
sky130_fd_sc_hd__nand2_1	7	26.3
sky130_fd_sc_hd__nand3_1	9	45.0
sky130_fd_sc_hd__or4_1	3	22.5
sky130_fd_sc_hd__nor3_1	19	95.1
sky130_fd_sc_hd__o31ai_1	4	30.0
sky130_fd_sc_hd__xnor2_1	13	114
sky130_fd_sc_hd__nand4_1	4	25.0
sky130_fd_sc_hd__nor2_1	8	30.0
sky130_fd_sc_hd__or2_2	2	12.5
sky130_fd_sc_hd__buf_6	4	45.0
sky130_fd_sc_hd__dfxtp_1	49	981
sky130_fd_sc_hd__ha_1	2	25.0
sky130_fd_sc_hd__clkbuf_1	6	22.5
-- logic make-up after synthesis --
family / Yosys count
other: 1
muxes: 16
xor gates and xnor gates: 16
buffers and inverters: 18
AOI/OAI and AO/OA: 17
adders and majority gates: 2
DFF: 49
and+or+nand+nor: 91
-- worst min path at each step --
stage                          startpoint                     endpoint  slack [ps]  depth (start not counted)
finish        light0.led[15]$_SDFFE_PP0N_  light0.led[15]$_SDFFE_PP0N_         500                          2
CTS           light0.led[15]$_SDFFE_PP0N_  light0.led[15]$_SDFFE_PP0N_         510                          2
global route  light0.led[15]$_SDFFE_PP0N_  light0.led[15]$_SDFFE_PP0N_         530                          2
-- area by class of cell --
cell class              count  area [µm²]  share of cell area, %
inverters                   6        22.5                  0.906
multi-input cells         151        1080                   43.3
flip-flops and latches     49         981                   39.5
repair buffers             21         208                   8.35
clock buffers               6        72.6                   2.92
well taps                  70        87.6                   3.52
clock inverters             2        38.8                   1.56
-- layout by cell type (no fill, tap or decap), types with 4 or more instances in the layout --
cell                               n
sky130_fd_sc_hd__nand4_1           4
sky130_fd_sc_hd__conb_1            9
sky130_fd_sc_hd__nand2_1           7
sky130_fd_sc_hd__mux2i_1          16
sky130_fd_sc_hd__dfxtp_1          49
sky130_fd_sc_hd__clkdlybuf4s50_1  20
sky130_fd_sc_hd__nor2_1            8
sky130_fd_sc_hd__nor3_1           19
sky130_fd_sc_hd__clkbuf_8          5
sky130_fd_sc_hd__inv_1             6
sky130_fd_sc_hd__nand3_1           9
sky130_fd_sc_hd__o31ai_1           4
sky130_fd_sc_hd__nor4_1           10
sky130_fd_sc_hd__xnor2_1          13
sky130_fd_sc_hd__nand2b_1         16
Power and IR drop assume default switching activity.
